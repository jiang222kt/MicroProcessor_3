## config.mk

```make
export PLATFORM = sky130hd
export DESIGN_NAME = top_module
export DESIGN_NICKNAME = top_module
export VERILOG_FILES = /design/flow/design.v
export SDC_FILE = /design/flow/constraint.sdc
export NUM_CORES = 4
export LEC_CHECK = 1
export CORE_AREA = 10 10 70 70
export DIE_AREA = 0 0 80 80
export SYNTH_HDL_FRONTEND = slang
```

## constraint.sdc

```tcl
current_design top_module

set clk_period 3.2
set clk_io_pct 0.2

create_clock -name clk0 -period $clk_period

set non_clock_inputs [all_inputs -no_clocks]
set_input_delay [expr $clk_period * $clk_io_pct] -clock clk0 $non_clock_inputs
set_output_delay [expr $clk_period * $clk_io_pct] -clock clk0 [all_outputs]
```

## design.v

```verilog
`timescale 1ns / 1ps
module adder(
    input [3:0] inLeft,
    input [3:0] inRight,
    output [4:0] result
    );
    assign result = inLeft + inRight;
endmodule
`timescale 1ns / 1ps
module top_module(
    input sysclk,
    input [7:0] sw,
    output [7:0] led
    );
    adder adder1(
    .inLeft(sw[7:4]),
    .inRight(sw[3:0]),
    .result(led[4:0])
    );
endmodule
```

## run.sh

```bash
#!/bin/bash
# OpenROAD 26Q1-2900-gdf79404cd8, Yosys 0.63+post, stock flow scripts
make -C /OpenROAD-flow-scripts/flow DESIGN_CONFIG=/design/flow/config.mk WORK_HOME=/design/flow/orfs finish
```

==> impl_metrics.json <==
{
  "grt_overflow": 0,
  "cp-start-kind": "input pin",
  "wl_met1_um": 179,
  "fp.dieH_um": 80,
  "core_mm2": 0.003416,
  "critPathMostFrequentCell": "clkdlybuf4s50_1",
  "drtIter0Drc": 0,
  "stdcell_area_um2": 337.8,
  "antenna_cells": 0,
  "fin_ws_ns": 0.1561,
  "first_global_vias": 147,
  "max_freq_mhz": 328.5,
  "hold_viol": 0,
  "drc": 0,
  "report.final.slew_viol_count": 0,
  "portBuffers": 13,
  "ys_seq_share_pct": 0,
  "ios": 17,
  "crit_fanout": 2,
  "dr.pass1.iters": 1,
  "cp_data_arrival_time_ns": 2.40,
  "viasPerCell": 2.026,
  "dieArea_mm2": 0.006400,
  "p_per_area_mw_per_mm2": 135.8,
  "top_area_cell": "ha_1",
  "top_cells_by_count": "ha_1 (4), inv_1 (4), buf_4 (3)",
  "vias": 158,
  "hold_class": "in2out",
  "crit_family": "buffers and inverters",
  "dr_wl_met3_um": 68,
  "topCellsByArea": "ha_1 (31%), buf_4 (14%), fa_1 (12%)",
  "rsz0062_at_grt": "false",
  "nClkBuffers": 0,
  "syn_area_um2": 162.7,
  "cts_resized": 0,
  "yosysWarnings": 3,
  "fp_util_pct": 4.762,
  "crit_path_max_incr_delay_ns": 0.46,
  "crit_cells": 8,
  "hp-start": "sw[4]",
  "nFlopsAndLatches": 0,
  "ys_cells": 20,
  "crit_chain": "clkdlybuf4s50_1 > ha_1 > inv_1 > fa_2 > nor2b_1 > o21ai_0 > nand2b_1 > clkdlybuf4s50_1",
  "fill_cells": 398,
  "ir_drop_v": 0.00001589,
  "drive_above_1_share_pct": 6.250,
  "postLayoutCoreUtil_pct": 9.890,
  "syn2layout_area_growth_pct": 107.7,
  "routed_wirelength_um": 451,
  "row_count": 21,
  "tns_ns": 0,
  "ctsHoldBuffers": 0,
  "grt_pass1_wl_um": 641,
  "openroad.warnings": 33,
  "setup_viol": 0,
  "place_area_um2": 335.3,
  "gp_congestion": 0.7223,
  "leakagePower_nw": 0.1380,
  "hold_ws_ns": 2.303,
  "slowest_stage": "clkdlybuf4s50_1",
  "startpoint": "sw[0]",
  "yosys_area_um2": 162.7,
  "place_ws_ns": 0.06883,
  "finalWorstPathRequiredPeriod_ns": 3.044,
  "synth_cells": 20,
  "die_w_um": 80,
  "grt_start_max_net_pins": 4,
  "cp.required_ns": 2.56,
  "cp-end-kind": "primary output",
  "crit_path_end": "led[4]",
  "routed.top_layer": "met3",
  "dpl.hpwl_um": 441.4,
  "wl_met2_um": 202,
  "postCtsSetupBuffers": 0,
  "final_antenna_net_count": 0,
  "grt.total_usage_pct": 1.202,
  "status": "finished, final reports clean",
  "cap_violations": 0,
  "cp_num_buf_inv": 3,
  "antenna_found_initial": 0,
  "ys_types": 11,
  "wl_per_cell_um": 5.782,
  "regArea_um2": 0,
  "criticalPathCategory": "in2out",
  "synth_area_per_cell_um2": 8.133,
  "finalClockPeriodUsage_pct": 95.12,
  "top_area_share_pct": 30.77
}
[per-stage QoR]
stage	total power (W)	instances
CTS	0.00004710	78
global placement	0.00004639	78
finish	0.00004586	78
detailed placement	0.00004701	78
global route	0.00005126	78
floorplan	0.00001769	22
[tightest hold or removal path, stage by stage]
cell	delay (ns)
clkdlybuf4s50_1	0.45
ha_1	0.12
clkdlybuf4s50_1	0.45
[kinds of logic (layout without fill, tap and decap cells)]
kind of cell               Yosys count  after routing  synth area share [%]
AOI/OAI and AO/OA                    3              3                 13.08
xor gates and xnor gates             2              2                 10.77
adders and majority gates            5              5                 43.08
buffers and inverters                7             17                 23.07
other                                1              3                 2.305
and+or+nand+nor                      2              2                 7.697
[cell usage in the layout, fill, tap and decap left out, drive strengths merged]
| master | synthesis | layout |
|---|---|---|
| ha | 4 | 4 |
| o21ai | 1 | 1 |
| a21oi | 1 | 1 |
| nand2b | 1 | 1 |
| a21o | 1 | 1 |
| conb | 1 | 3 |
| clkdlybuf4s50 | 0 | 13 |
| fa | 1 | 1 |
| inv | 4 | 4 |
| xnor2 | 2 | 2 |
| nor2b | 1 | 1 |
[layer usage]
layer	up-vias	global-route usage (%)
met1	68	1.587
met3	0	0.2273
met2	9	2.087
li1	81	-
met5	-	0
met4	0	0
[worst min path at each step]
stage	to	cells after the start
after CTS	led[0]	3
after global routing	led[0]	3
final	led[0]	3
[where the power goes]
part	switching, W	internal [W]
combinational	0.0000123	0.0000335
clock	0	0
sequential	0	0
[layout make-up]
type                       count  area, um2  share of cell area [%]
multi-input combinational     15      135.1                   40.00
timing repair buffer          13      130.1                   38.52
tap                           46      57.56                   17.04
inverter                       4      15.01                   4.444
Power figures rest on the tool's default switching activity, not on a simulated workload.
