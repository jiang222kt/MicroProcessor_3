## flow/run.sh

```bash
#!/bin/bash
# OpenROAD 26Q1-2900-gdf79404cd8, Yosys 0.63+post, stock flow scripts
make -C /OpenROAD-flow-scripts/flow DESIGN_CONFIG=/design/flow/config.mk WORK_HOME=/design/flow/orfs finish
```

## flow/config.mk

```make
export PLATFORM = sky130hd
export DESIGN_NAME = vendingmachine
export DESIGN_NICKNAME = vendingmachine
export VERILOG_FILES = /design/flow/design.v
export SDC_FILE = /design/flow/constraint.sdc
export NUM_CORES = 4
export LEC_CHECK = 1
export CORE_AREA = 10 10 70 70
export DIE_AREA = 0 0 80 80
export SYNTH_HDL_FRONTEND = slang
```

## flow/constraint.sdc

```tcl
current_design vendingmachine

set clk_period 1.3
set clk_io_pct 0.2

create_clock -name clk0 -period $clk_period [get_ports {clk}]

set non_clock_inputs [all_inputs -no_clocks]
set_input_delay [expr $clk_period * $clk_io_pct] -clock clk0 $non_clock_inputs
set_output_delay [expr $clk_period * $clk_io_pct] -clock clk0 [all_outputs]
```

## flow/design.v

```verilog
`timescale 1ns / 1ps
module vendingmachine(
    clk,
    sw,
    led,
    rst
    );
    input clk, rst;
    input [7:0] sw;  
    output [7:0] led;
    reg [1:0] oldSw;  
    reg [1:0] currentState;
    reg[1:0] ledreg;
    assign led[1:0] = ledreg;
    always @(posedge clk or posedge rst) begin
        if(rst) begin
          currentState <=2'b00;
          oldSw <= 2'b00;
          ledreg <= 2'b00;
        end else begin
            case(currentState)
              2'b00 : begin  
                if(sw[0] == 1'b1 && oldSw[0] != sw[0]) begin
                  currentState <= 2'b01;
                  ledreg <= 2'b00;
                end
                else if(sw[1] == 1'b1 && oldSw[1] != sw[1]) begin
                  currentState <= 2'b10;
                  ledreg <= 2'b00;
                end
              end
              2'b01 : begin  
                if(sw[0] == 1'b1 && oldSw[0] != sw[0])
                begin
                  currentState <= 2'b10;
                  ledreg <= 2'b00;
                end
                else if(sw[1] == 1'b1 && oldSw[1] != sw[1]) begin
                  currentState <= 2'b00;
                  ledreg <= 2'b01;
                end
              end
              2'b10 : begin  
                if(sw[0] == 1'b1 && oldSw[0] != sw[0])
                begin
                  currentState <= 2'b00;
                  ledreg <= 2'b01;
                end
                else if(sw[1] == 1'b1 && oldSw[1] != sw[1]) begin
                  currentState <= 2'b00;
                  ledreg <= 2'b11;
                end
              end
              default : begin
                currentState <= currentState;
              end
            endcase
            oldSw <= sw[1:0];
        end
    end
endmodule
```

==> run notes <==
Among cell families on the critical path, the largest total delay comes from flip-flops. The area fraction in full adders, half adders and majority gates was 0%. The share of total power dissipated in combinational logic is 30.8%. The run gives 0 ns for the setup TNS. The number of warnings issued by yosys is 6. Hold is met by 0.2396 ns. The wire length per cell is 7.890 um. The run gives 1193 um as the global-route wire length before repair. Of the combinational cells, the family taking the most area is buffers and inverters.

The root buffer cell was sky130_fd_sc_hd__clkbuf_4. The logs give 35 for the gate count after technology mapping and 49 um for the met3 wire length. The highest layer used for signal routing was met4. The standard cell with the maximum stage delay on the critical path was sky130_fd_sc_hd__dfrtp_1. The share of the yosys chip area belonging to registers was 46.69%. From synthesis to final layout, the design area changed by 30.79%. Row generation in the floorplan step produced 21 rows.

For this run, the share of the core covered by cells in the final layout is 14.47%. The cell-mix breakdown from Yosys lists the XOR/XNOR area share as 0%. The multi-input combinational cells in the finished layout cover a total of 148.9 um2. TritonCTS built the clock tree. Detailed routing inserted a total of 248 vias. The report counts max-capacitance violations totalling 0. With the number of buffer and inverter instances along the worst setup path at 1, the fraction of the mapped netlist area in simple logic gates is 14.24%. The leakage component of the power was reported as 0.2310 nW. Setup repair after global routing left no endpoint under its margin. The synthesis report lists the most area-consuming cells as sky130_fd_sc_hd__dfrtp_1 (40%), sky130_fd_sc_hd__buf_4 (12%), sky130_fd_sc_hd__nand2b_4 (7.3%), sky130_fd_sc_hd__dfstp_2 (7.0%), sky130_fd_sc_hd__a2bb2o_4 (5.3%). The pre-antenna-repair detailed-routing pass consisted of 3 iterations. Of the available clock period, the critical path in the final layout requires 87.35%. Global placement routability congestion: 0.7390.

The stage-log warning count works out to 31. The H-tree depth is 1. The clock period could shrink to 1.136 ns. Overflow left after global routing: 0. For the summed area of non-filler cells in the final layout, the log shows 494.2 um2. In the layout the commonest cells are sky130_fd_sc_hd__conb_1 (6), sky130_fd_sc_hd__dfrtp_1 (6), sky130_fd_sc_hd__inv_1 (4). The standard cell area after detailed placement was 462.9 um2. The run gives 0 as the number of hold violations in the final report.

For the required time of the worst setup path, the log shows 1.04 ns. Fill cells in the final layout number 395. Note, the detailed placer reported a final HPWL of 559.7 um. The net switching power in the latest report is 0.2375 mW. The largest area contributor in the synthesized netlist is sky130_fd_sc_hd__dfrtp_1. The clock network burns 25.0% of the power. As logged by OpenROAD, the buffers inserted on ports number 5. With the vertical extent of the die at 80 um, the sequential cell area is 176.4 um2. The flow ran to the end, and the final reports show no timing, DRC or antenna violations. For the number of design-rule violations left by the first detailed-router iteration, the log shows 2. Summing the areas of all compound-gate instances in the mapped netlist gives 13.91% of the synthesized area.

The tools report the maximum clock frequency as 0.8806 GHz. Once routing completed, OpenROAD measured the worst setup slack at 0.1645 ns. Data on the critical path arrives at its endpoint at 0.88 ns. The number of synthesized register bits is 7.

The layout cell share with drive strength beyond 1 was 24.44%. The run gives 377.9 um2 as the total standard cell area after synthesis. The power per cell area works out to 1626 mW/mm2. Across the routed clock network, the largest skew measured is 0.01251 ns. The die width was 80 um; the number of CTS-inserted buffers was 3. The routed metal-1 wire length came out at 317 um. In this run the mean area of a mapped cell was 10.80 um2. The clock passes through at most 2 buffers.

The kind of start point of the critical path was a flip-flop. The run gives 0.3340 mV for the worst supply voltage drop on vdd. The share of the synthesized area in the top cell type works out to 39.74%. The largest stage delay on the critical path came out at 0.38 ns. The tightest min-delay check is of the in2async type. For reference, the most critical setup path is categorized as reg2out.

STA lists the maximum fanout along the critical path as 2. The run gives 2.283% for the global-route total usage across every layer. The switching part of the total power works out to 29.55%.

The last timing report of the flow puts the setup violation total at 0. The total I/O pin count is 18. The number of global-route vias before repair came out at 274. The yosys cell count is 35. The die outline area came out at 0.006400 mm2. For this configuration, the core starts out at a cell density of 11.06%. The run gives 0 for the number of antenna violations at the first check in global routing. Per the detailed-route log, wirelength across all metal layers totals 718 um. The count of antenna-violating nets left after detailed routing was 0; the total length of routed met2 wires was 331 um. The DRC violation total left in the routed layout is recorded as 0.

Sequential cells account for 44.2% of the total power. The run gives 0 as the count of hold-fix buffers inserted at cts. Max-slew violation count: 0. After synthesis, the netlist uses 17 different library cells.

The core region is 0.003416 mm2. Looking at the worst setup and hold paths, the clock pins of their registers show a slew of 0.06 ns. The critical path goes through dlygate4sd2_1. Yosys reports the multiplexer fraction of the synthesized area as 5.298%. For the yosys synthesis chip area, the log shows 377.9 um2. The repair_antennas step left the layout with diodes totalling 0.

Counting every sink on the clock net gives 7. The worst setup path is captured at a primary output. The internal portion of the total power is 0.5661 mW. Detail-routed via count per cell: 2.725. The pre-CTS setup check shows a worst slack of -0.07306 ns. The later-pin clock latency in the skew report was 0.26 ns.

Entering global routing, the biggest net connects 8 pins.
-- synthesized netlist by cell type, drive strengths merged --
cell type,count
buf,7
dfrtp,6
inv,4
a21oi,3
mux2i,2
nand2b,2
o22ai,2
a2bb2o,1
and2,1
conb,1
dfstp,1
nand2,1
nand3,1
nor2,1
nor3,1
o21ai,1
-- final cells by class --
cell class              count  area share (%)
clock buffers               4           5.316
multi-input cells          22           30.13
inverters                   4           3.038
repair buffers              8           14.18
well taps                  46           11.65
flip-flops and latches      7           35.70
-- registers in the layout, summed over array words and instances, names as in the netlist --
name          flops
currentState      3
ledreg            2
oldSw             2
-- final timing paths --
| kind | from | to | slack [ns] | cells after the start |
|---|---|---|---|---|
| setup / recovery | ledreg[0] | led[0] | 0.16 | 1 |
| hold / removal | rst | oldSw[0] | 0.24 | 2 |
| setup reg to reg | oldSw[0] | currentState[2] | 0.27 | 3 |
| hold reg to reg | ledreg[1] | ledreg[1] | 0.54 | 2 |
| max in group asynchronous | rst | currentState[0] | 0.77 | 2 |
| min in group clk0 | sw[0] | oldSw[0] | 0.53 | 1 |
-- metal layers --
| layer | GRT usage (%) | vias to the layer above |
|---|---|---|
| li1 | - | 122 |
| met1 | 2.907 | 114 |
| met2 | 3.130 | 10 |
| met3 | 1.477 | 2 |
| met4 | 0.5282 | 0 |
| met5 | 0 | - |
-- kinds of logic (layout without fill, tap and decap cells) --
logic type | after synthesis | in the layout
mux | 2 | 2
flops | 7 | 7
simple gates | 7 | 7
buf+inv | 11 | 16
compound gates | 7 | 7
other cells | 1 | 6
-- power groups by stage --
stage / logic, mW / clock network (mW) / registers [mW]
after global routing: 0.283 / 0.224 / 0.370
final: 0.247 / 0.201 / 0.355
after CTS: 0.252 / 0.209 / 0.355
-- stage by stage --
step	instances	power, mW
after floorplan	40	0.5067
after global placement	86	0.5984
after detailed placement	86	0.6078
after CTS	91	0.8158
after global routing	91	0.8763
final	91	0.8036
-- repair_timing --
item                                   CTS  global route
setup buffers                            1             0
setup endpoints to repair                2             0
gates resized                            2             0
endpoints found under the hold margin    0             0
Power and IR drop assume default switching activity.
